**/design/flow/run.sh**
```bash
#!/bin/bash
# OpenROAD 26Q1-2900-gdf79404cd8, Yosys 0.63+post, stock flow scripts
make -C /OpenROAD-flow-scripts/flow DESIGN_CONFIG=/design/flow/config.mk WORK_HOME=/design/flow/orfs finish
```
**/design/flow/config.mk**
```make
export PLATFORM = sky130hd
export DESIGN_NAME = if_id_register
export DESIGN_NICKNAME = if_id_register
export VERILOG_FILES = /design/flow/design.v
export SDC_FILE = /design/flow/constraint.sdc
export NUM_CORES = 4
export LEC_CHECK = 1
export CORE_UTILIZATION = 50
```
**/design/flow/constraint.sdc**
```tcl
current_design if_id_register

set clk_period 2.5
set clk_io_pct 0.2

create_clock -name clk0 -period $clk_period [get_ports {clk}]

set non_clock_inputs [all_inputs -no_clocks]
set_input_delay [expr $clk_period * $clk_io_pct] -clock clk0 $non_clock_inputs
set_output_delay [expr $clk_period * $clk_io_pct] -clock clk0 [all_outputs]
```
**/design/flow/design.v**
```verilog
`timescale 1ns / 1ps
module if_id_register(
    input wire clk,
    input wire reset,
    input wire flush,  
    input wire stall,
    input wire [31:0] if_instruction,
    input wire [31:0] if_pc_plus_4,      
    output wire [31:0] id_instruction,
    output wire [31:0] id_pc_plus_4      
    );
    reg [31:0] instruction_reg;
    reg [31:0] pc_reg;
    always @(posedge clk) begin
        if (reset) begin
            instruction_reg <= 32'b0;
            pc_reg <= 32'b0;
        end  
        else if(flush == 1'b1)begin
            instruction_reg <= 32'b0;
            pc_reg <= 32'b0;
        end
        else if (stall) begin
            instruction_reg <= instruction_reg;
            pc_reg   <= pc_reg;
        end
        else begin
            instruction_reg <= if_instruction;
            pc_reg <= if_pc_plus_4;
        end
    end
    assign id_instruction = instruction_reg;
    assign id_pc_plus_4   = pc_reg;
endmodule
```
==> out/summary.txt <==
H-tree Lvls: 3
Clock Skew: 0 ps
register share after synthesis: 54.6%
routed len/inst: 14.6 µm
routability cong.: 0.771
chip footprint: 0.00498 mm²
CP Data Arrival Time: 1210 ps
pre-CTS WS: 857 ps
DR vias: 1883
Fin Hold WS: 489 ps
grt total ovfl: 0
initial antenna violation count: 0
placed inst area: 0.00360 mm²
Final Util: 85.4%
Post-CTS Setup Bufs: 0
Die Span Y: 70.5 µm
Avg Cell Area, Syn: 11.3 µm²
# setup viols final: 0
CP Data Required Time: 2000 ps
max-slew violation count: 0
Crit path max-delay family: buffers and inverters
die width: 70.5 µm
Fillers: 258
first-pass GRT wire length: 9.06 mm
Comb area: 887 µm²
layout cells sized above 1: 5.81%
DR iter-0 viols: 91
GRT Util Overall: 24.4%
Max stage delay cell, worst path: clkdlybuf4s50_1
Syn-to-layout area delta: 61.6%
Netlist Area Pre-Place: 0.00235 mm²
worst-case clock buffer depth: 2
TNS Setup: 0 ps
I/O pin count: 132
Detail Placement HPWL: 3.60 mm
final hold violation count: 0
OpenROAD warning count: 26
Async S/R FF share, synth: 0%
Yosys reg bits: 64
top_reg_cell synth: dfxtp_1
total power: 2.24 mW
CTS clk-pin slew, worst paths: 70 ps
share of the synthesized area in the top cell type: 54.6%
buffers plus inverters on the worst setup path: 1
CTS Root Buffer Type: clkbuf_8
Num Clock Sinks: 64
Core Region: 0.00444 mm²
Reg area: 0.00128 mm²
Synth area leader: dfxtp_1
crit-path max cell delay: 530 ps
Routed WL: 5.77 mm
TritonCTS Buffers: 9
design area: 0.00380 mm²
CP Max Fanout: 2
top cells by count, synth: 64 x dfxtp_1, 64 x mux2i_1, 64 x nor2_1
fmax: 586 MHz
crit-path cells: clkdlybuf4s50_1
n_diodes: 0
Latency at later pin: 320 ps
critical path type: register to output port
HP Class: register to register
Unique cell types: 6
maximum VDD drop: 509 µV
number of vias per cell: 4.76
Post-DRT Antenna Nets: 0
Worst setup EP type: output port
post-synthesis chip area from yosys: 0.00235 mm²
max-cap viol count: 0
IO buf count: 131
Worst Tran Pin Value: 370 ps
Slew HR: 75.3%
placed cells: 380
Rows: 24
main area contributors: dfxtp_1 55%, mux2i_1 27%, nor2_1 10%, buf_6 3.8%, buf_8 3.8%
post_cts resized: 0
Post-Syn Instances: 207
number of enable flip-flop cells: 0
Final WS setup: 793 ps
critical path startpoint category: register
Leakage: 1.60 nW
pin count of the biggest net entering global routing: 65
Tmin final: 1710 ps
ys cells: 207
PwrDens: 589 mW/mm²
unrepaired setup endpoints after global routing: false
warnings from Yosys: 1
DRC: 0
hold_buf cts: 0
fp util: 52.8%
Finished Layout Cells: 396
status: finished, final reports clean
cycle use final: 68.3%
vias in the first global route: 1868
CTS tree: done
first drt pass iteration count: 21
-- final timing paths --
kind / start / end / slack (ps) / cells after the start
worst max-delay path: instruction_reg[11] / id_instruction[11] / 790 / 1
worst min-delay path: instruction_reg[28] / instruction_reg[28] / 490 / 2
worst max register to register: instruction_reg[18] / instruction_reg[18] / 1850 / 2
worst min register to register: instruction_reg[28] / instruction_reg[28] / 490 / 2
-- power breakdown --
group          internal, mW  total, mW  switching (mW)
Sequential             1.05       1.07          0.0169
Combinational         0.201      0.290          0.0888
Clock                 0.513      0.876           0.363
Total                  1.77       2.24           0.469
-- final cells by class --
cell class                      count  area share (%)
Multi-Input combinational cell    129            23.4
Timing Repair Buffer              135            35.9
Tap cell                           52            1.71
Clock inverter                      3            1.05
Clock buffer                       13            4.19
Sequential cell                    64            33.8
-- logic make-up (layout without fill, tap and decap cells) --
family | after synthesis | after routing | synth area share (%)
AND/OR/NAND/NOR | 65 | 65 | 10.5
flip-flops | 64 | 64 | 54.6
buffers and inverters | 14 | 151 | 7.67
multiplexers | 64 | 64 | 27.3
-- worst reg2reg max path: stages (launching register included) --
cell and delay (ps):
dfxtp_1 330, mux2i_1 150, nor2_1 60
-- per-layer routing --
metal  share of wire, %  track usage, %  up-vias
met2                 47            38.2       87
met3                 14            11.8        0
met4                  0            4.00        0
met1                 39            32.7      847
li1                   -               -      949
met5                  0               0        -
-- cell usage in the layout (no fill, tap or decap) --
master / netlist / final
clkbuf_1: 0 / 2
or2_2: 0 / 1
clkbuf_8: 0 / 11
clkdlybuf4s50_1: 0 / 130
buf_12: 0 / 2
clkinv_2: 0 / 2
bufinv_16: 0 / 1
dfxtp_1: 64 / 64
nor2_1: 64 / 64
mux2i_1: 64 / 64
buf_4: 0 / 3
Power and IR drop assume default switching activity.
