<file path="/design/flow/constraint.sdc">
current_design id_ex_register

set clk_period 1.0
set clk_io_pct 0.2

create_clock -name clk0 -period $clk_period [get_ports {clk}]

set non_clock_inputs [all_inputs -no_clocks]
set_input_delay [expr $clk_period * $clk_io_pct] -clock clk0 $non_clock_inputs
set_output_delay [expr $clk_period * $clk_io_pct] -clock clk0 [all_outputs]
</file>
<file path="/design/flow/run.sh">
#!/bin/bash
# OpenROAD 26Q1-2900-gdf79404cd8, Yosys 0.63+post, stock flow scripts
make -C /OpenROAD-flow-scripts/flow DESIGN_CONFIG=/design/flow/config.mk WORK_HOME=/design/flow/orfs finish
</file>
<file path="/design/flow/config.mk">
export PLATFORM = sky130hd
export DESIGN_NAME = id_ex_register
export DESIGN_NICKNAME = id_ex_register
export VERILOG_FILES = /design/flow/design.v
export SDC_FILE = /design/flow/constraint.sdc
export NUM_CORES = 4
export LEC_CHECK = 1
export CORE_AREA = 10 10 195 195
export DIE_AREA = 0 0 205 205
</file>
<file path="/design/flow/design.v">
`timescale 1ns / 1ps
module id_ex_register(
    input wire clk,
    input wire reset,
    input wire flush,
    input wire id_RegWrite,
    input wire id_MemtoReg,
    input wire id_MemRead,
    input wire id_MemWrite,
    input wire id_Branch,
    input wire id_Jump,      
    input wire [1:0] id_op_a_sel,  
    input wire id_ALUSrc,
    input wire [1:0] id_ALUOp,
    input wire [31:0] id_read_data_1,
    input wire [31:0] id_read_data_2,
    input wire [31:0] id_immediate,
    input wire [4:0] id_rs1,
    input wire [4:0] id_rs2,
    input wire [31:0] id_pc_plus_4,
    input wire [4:0] id_rd,
    input wire [2:0] id_funct3,
    input wire [6:0] id_funct7,
    output reg ex_RegWrite,
    output reg ex_MemtoReg,
    output reg ex_Branch,
    output reg ex_Jump,      
    output reg [1:0] ex_op_a_sel,  
    output reg ex_MemRead,
    output reg ex_MemWrite,
    output reg ex_ALUSrc,
    output reg [1:0] ex_ALUOp,
    output reg [31:0] ex_read_data_1,
    output reg [31:0] ex_read_data_2,
    output reg [31:0] ex_immediate,
    output reg [4:0] ex_rs1,
    output reg [4:0] ex_rs2,
    output reg [31:0] ex_pc_plus_4,
    output reg [4:0] ex_rd,
    output reg [2:0] ex_funct3,
    output reg [6:0] ex_funct7
);
    always @(posedge clk) begin
        if (reset || flush) begin
            ex_RegWrite <= 1'b0;
            ex_MemtoReg <= 1'b0;
            ex_Branch   <= 1'b0;
            ex_Jump     <= 1'b0;
            ex_op_a_sel <= 2'b00;  
            ex_MemRead  <= 1'b0;
            ex_MemWrite <= 1'b0;
            ex_ALUSrc   <= 1'b0;
            ex_ALUOp    <= 2'b0;
            ex_read_data_1 <= 32'b0;
            ex_read_data_2 <= 32'b0;
            ex_immediate   <= 32'b0;
            ex_rs1 <= 5'b0;
            ex_rs2 <= 5'b0;
            ex_pc_plus_4   <= 32'b0;
            ex_rd       <= 5'b0;
            ex_funct3   <= 3'b0;
            ex_funct7   <= 7'b0;
        end
        else begin
            ex_RegWrite <= id_RegWrite;
            ex_MemtoReg <= id_MemtoReg;
            ex_Branch   <= id_Branch;
            ex_Jump     <= id_Jump;
            ex_op_a_sel <= id_op_a_sel;  
            ex_MemRead  <= id_MemRead;
            ex_MemWrite <= id_MemWrite;
            ex_ALUSrc   <= id_ALUSrc;
            ex_ALUOp    <= id_ALUOp;
            ex_read_data_1 <= id_read_data_1;
            ex_read_data_2 <= id_read_data_2;
            ex_immediate   <= id_immediate;
            ex_rs1 <= id_rs1;
            ex_rs2 <= id_rs2;
            ex_pc_plus_4   <= id_pc_plus_4;
            ex_rd       <= id_rd;
            ex_funct3   <= id_funct3;
            ex_funct7   <= id_funct7;
        end
    end
endmodule
</file>
==> commit_impl_results.txt <==
Store results of the implementation flow

* Status: finished, violations left
* Violated checks: setup timing
- The number of global-route vias before repair was 4231.
- Final standard cell area without fillers: 0.00948 mm²
- In the CTS report, the clock slew at the register clock pins of the worst setup and hold paths is listed as 60 ps.
- The final report lists a non-filler cell total of 1184.
* Post-Place Worst Slack: -215 ps
- Once the floorplan was initialized, standard cells occupied 17.0% of the core.
- Crit. path cell count: 1
* Unrepaired setup endpoints after global routing: true
- Clock group share of total power: 43.7%
- The power report puts the leakage power at 3.92 nW.
* Number of H-tree levels: 4
- Antenna violations before repair: 0
* Overall Power: 15.2 mW
- In the Yosys report, the sequential cells make up 57.4% of the chip area.
- Number of design rule violations left after detail routing: 0
- The worst setup path is of the register to output port kind.
- # hold bufs at CTS: 0
- Maximum number of pins on one net before global-route repair: 37
* IR Drop Worst-Case VDD: 1130 µV
* Chip area: 0.0420 mm²
- TritonCTS Buffers: 17
- For this run, the detailed router reports a per-instance via density of 3.40.
- Net switching share of the total power: 22.5%
- Sort of element at the end of the critical path: output port
- Post-Synthesis Mean Instance Area: 15.7 µm²
* Int Pwr: 11.8 mW
* Final Cycle Share: 109%
* Layout cell share with drive strength beyond 1: 59.4%
* Clock tree root buffer cell: sky130_fd_sc_hd__clkbuf_16
- In the post-route report, total wirelength is listed as 18.4 mm.
* Total power density per cell area: 1610 mW/mm²
- Post-synthesis, Yosys gives the total cell area as 0.00572 mm².
- Crit path DRT: 800 ps
* Number of fill cells in the layout: 3505
- The arrival time of data at the worst endpoint is listed as 890 ps.
- Post-synthesis cell area: 0.00572 mm²
* Most frequent logic cells in the routed design: 164 x sky130_fd_sc_hd__clkdlybuf4s50_1, 160 x sky130_fd_sc_hd__nor3b_2, 160 x sky130_fd_sc_hd__buf_2
- Overall routing resource usage recorded by global route was 8.41%.
- The number of maximum-capacitance violations recorded for the run is 0.
- Yosys synthesis warning count: 1
- TritonCTS built the clock tree.
* Cell Area, Placed: 0.00963 mm²
* Relative slew slack: 75.2%
- Count of nets left with antenna violations after detail routing: 0
- Count of inserted antenna diode cells: 0
- Row count: 67
* Post-synthesis to final-layout area growth: 65.7%
- Hold-check failures listed in the final report amount to 0.
- In this run, the number of DRC markers left after iteration 0 of detailed routing was 79.
- In this run the tool buffered the top-level ports with 330 buffer cells.
* WHS Path Cells: 2
- The clock drives 164 sinks.
* Post-route setup slack: -92.4 ps
- In the Yosys report the total cell count is 364.
- Global route total overflow: 0
- Final routed wire length divided by cell count: 15.5 µm
- The die is 205 µm tall.
* 1st-pass router iterations: 4
* Buffer-and-inverter tally for the worst setup path: 1
* Transition time at the pin with the least slew margin: 371 ps
- Final critical path time including I/O delays and setup: 1090 ps
- Boundary Pins: 331
- Max stage delay on crit path: 350 ps
* OpenROAD warnings: 27
- Of the total power, combinational logic draws 11.2%.
- Post-synth regs: 164
- Power dissipated by switching net loads: 3.43 mW
* Placed Cells: 1152
* Number of post-CTS setup repair buffers: 0
- Endpoints with negative setup slack in the final report add up to 164.
- The worst setup path is launched from a register.
- Post-detail-place hpwl: 14.3 mm
* Routability congestion estimate from global placement: 0.770
- Max-slew violation total from the final report: 0
- The region available for standard cell placement spans 0.0336 mm².
- Max FO, Critical Path: 1
* Path type of the worst min-delay path: primary input to register
- Among logic cells in the layout, the one with the most instances is sky130_fd_sc_hd__clkdlybuf4s50_1.
- Maximum operating frequency: 0.915 GHz
- Post-Synthesis Cells: 364
- Distinct cell type count after synthesis: 4
* Kind of cell adding the most delay to the critical path: flip-flops
- The first global-routing pass estimated 26.9 mm of wire.
* Chain of cells forming the critical path: buf_2
* Horizontal die size: 205 µm
* Critical path's slowest cell: sky130_fd_sc_hd__dfxtp_2
- Sequential cells burn 45.0% of the power.
- Clk buf depth: 2
- The routed layout has 4028 vias.
## flip-flops by register name, summed over array words and instances (netlist names)
register / count
ex_immediate: 32
ex_pc_plus_4: 32
ex_read_data_1: 32
ex_read_data_2: 32
ex_funct7: 7
ex_rd: 5
ex_rs1: 5
ex_rs2: 5
ex_funct3: 3
ex_ALUOp: 2
ex_op_a_sel: 2
ex_ALUSrc: 1
ex_Branch: 1
ex_Jump: 1
ex_MemRead: 1
ex_MemWrite: 1
ex_MemtoReg: 1
ex_RegWrite: 1
## worst paths after layout
path,start,to,slack [ps]
worst max-delay path,ex_read_data_2[23]$_SDFF_PP0_,ex_read_data_2[23],-90
worst min-delay path,reset,ex_read_data_1[15]$_SDFF_PP0_,40
## Yosys cell counts (all sizes together)
cell,n,area (µm²)
dfxtp,164,3280
nor3b,164,2030
buf,36,405
## cell families (layout without fill, tap and decap cells)
kind of cell	after synthesis	after routing	synth area share, %
buf+inv	36	408	7.09
simple gates	164	164	35.5
flops	164	164	57.4
## final cells by class
type | instances | area, µm² | share of cell area [%]
Clock buffer | 20 | 457 | 4.82
Clock inverter | 12 | 145 | 1.53
Multi-Input combinational cell | 164 | 2030 | 21.4
Sequential cell | 164 | 3330 | 35.1
Tap cell | 448 | 561 | 5.91
Timing Repair Buffer | 376 | 2960 | 31.2
## per-layer routing
metal	share of wire, %	GRT usage [%]	routed length, µm
met2	44	12.6	8000
met1	39	9.86	7180
met5	0	0	0
met4	1.3	0.919	231
met3	16	6.11	2960
## metrics by stage
step	util [%]	TNS [ps]	hold slack [ps]
after floorplan	-	0	357
final	28.2	-6330	37.4
after global routing	28.2	-16590	12.0
after CTS	28.1	-13490	4.61
after global placement	28.7	-1580	495
after detailed placement	28.7	-1470	488
## power by group through the flow
| stage | clock network [mW] | logic (mW) | registers (mW) |
|---|---|---|---|
| CTS | 6.94 | 1.75 | 6.86 |
| global route | 7.22 | 1.87 | 6.89 |
| finish | 6.67 | 1.71 | 6.86 |
## repair_timing
item,CTS,global route
setup endpoints to repair,164,164
pin swaps,0,0
gates resized,562,13
Power is estimated from default activity; no workload was simulated.
