## flow/run.sh

```bash
#!/bin/bash
# OpenROAD 26Q1-2900-gdf79404cd8, Yosys 0.63+post, stock flow scripts
make -C /OpenROAD-flow-scripts/flow DESIGN_CONFIG=/design/flow/config.mk WORK_HOME=/design/flow/orfs finish
```

## flow/config.mk

```make
export PLATFORM = sky130hd
export DESIGN_NAME = alu
export DESIGN_NICKNAME = alu
export VERILOG_FILES = /design/flow/design.v
export SDC_FILE = /design/flow/constraint.sdc
export NUM_CORES = 4
export LEC_CHECK = 1
export CORE_UTILIZATION = 30
```

## flow/constraint.sdc

```tcl
current_design alu

set clk_period 34.4
set clk_io_pct 0.2

create_clock -name clk0 -period $clk_period

set non_clock_inputs [all_inputs -no_clocks]
set_input_delay [expr $clk_period * $clk_io_pct] -clock clk0 $non_clock_inputs
set_output_delay [expr $clk_period * $clk_io_pct] -clock clk0 [all_outputs]
```

## flow/design.v

```verilog
`timescale 1ns / 1ps
module alu(
    input wire [31:0] a,
    input wire [31:0] b,
    input wire [4:0] alu_control,
    output reg [31:0] result,
    output wire zero
);
    always @(*) begin
        case (alu_control)
            5'b00000: result = a + b;   
            5'b00001: result = a - b;   
            5'b10001: result = a << b[4:0];   
            5'b10100: result = ($signed(a) < $signed(b)) ? 32'd1 : 32'd0;   
            5'b10101: result = (a < b) ? 32'd1 : 32'd0;  
            5'b00100: result = a ^ b;  
            5'b10110: result = a >> b[4:0];  
            5'b10111: result = $signed(a) >>> b[4:0];  
            5'b00110: result = a | b;  
            5'b00111: result = a & b;  
            default: result = 32'b0;  
        endcase
    end
    assign zero = (result == 32'b0);
endmodule
```

==> commit_impl_results.txt <==
Refresh implementation metrics

- Summing over the stages, the warning tally comes to 98.
* Overall global routing resource usage: 0.315
- Leakage power: 4.40 nW
- From bottom edge to top edge, the die measures 181 um.
- Met3 wire length: 4840 um
- Per the STA report, the cell with the highest stage delay on the worst path is sky130_fd_sc_hd__clkdlybuf4s50_1.
- Number of port buffers: between 100 and 150
* Switching part of the total: 0.621
- Data arrives at the worst endpoint at approximately 12 ns.
- Number of ports placed on the die boundary: 102
* Half-perimeter wire length after detailed placement: 41200 um
- Critical path capture point type: primary output
* Most repeated library cell on the critical path: sky130_fd_sc_hd__nand3_1
* Cycle use final: 0.556
- Global placer's final weighted congestion: 1.04
* Number of global-route vias before repair: between 10000 and 15000
* Core Density at Floorplan: 0.305
* Shortest period the worst path allows: ~19 ns
- Routed length per instance: 28.5 um
- Tally of nets with antenna violations remaining after routing: 0
- Series of cell instances along the critical path: clkdlybuf4s50_1 -> inv_1 -> ha_1 -> inv_1 -> a2111oi_0 -> nand3_1 -> nand3_1 -> nand4_1 -> nand3_1 -> a21oi_1 -> a211o_1 -> or4_1 -> nor4_2 -> clkdlybuf4s50_1
* Number of search-and-repair iterations in the first detailed-routing pass: 7
* Post-Route M1 WL: 21900 um
* Die Size: 0.0329 mm^2
- Endpoint required time on the critical path: 27.52 ns
- Per the Yosys statistics, synthesis produced 1374 cells.
* Cell depth of the worst min-delay path: 7
* Top cells by area, synth: sky130_fd_sc_hd__ha_1 13%, sky130_fd_sc_hd__mux4_2 9.3%, sky130_fd_sc_hd__mux2i_1 6.0%
- Power density over the cells: between 15 and 20 mW/mm^2
* Quantity of hold-fixing buffers added after cts: 0
* Final worst hold slack: 15.02 ns
* Commonest cells after routing, fill and taps aside: 118 x sky130_fd_sc_hd__nor2_1, 98 x sky130_fd_sc_hd__nand2_1, 98 x sky130_fd_sc_hd__ha_1, 98 x sky130_fd_sc_hd__clkdlybuf4s50_1, 97 x sky130_fd_sc_hd__inv_1
- Per the detailed-route log, wirelength across all metal layers totals between 50000 and 60000 um.
- Total gr overflow: 0
- DR vias: 11900
- In this run the most critical hold path is launched from b[3].
- The most common logic cell in the final layout is sky130_fd_sc_hd__nor2_1.
* Length of routed met2 wiring: 22800 um
- Of the synthesized area, sequential elements account for 0.
- RSZ-0062 raised after global routing: false
* Std-Cell Rows: 65
- Net load switching power: about 0.11 mW
- Per the timing report, the achievable frequency comes out to 0.0523 GHz.
- The slew check shows that the tightest pin keeps a relative margin of 0.428.
- The worst setup path is of the in2out kind.
- Count of yosys warnings during synthesis: 1
* Cell type with the largest total area after synthesis: sky130_fd_sc_hd__ha_1
- Chip area line of the yosys report: 0.00966 mm^2
* Count of buffers added by post-CTS timing repair for setup: 0
- Run status: complete, no violations
* Share of cells above drive strength 1: 0.0936
- The first global-routing pass estimated between 70000 and 80000 um of wire.
* Critical path startpoint: a[10]
* Maximum number of pins on one net before global-route repair: just over 60
* Vias/cell: 6.57
- Checking hold timing, the worst path is listed with class in2out.
- Of the post-synthesis cell area, the dominant cell type holds 0.127.
- Before any placement, the netlist area is recorded as roughly 0.0097 mm^2.
- Reg area: 0 um^2
- Starting DRC count in detailed routing: 1452
* Kind of start point of the critical path: input port
- In the finished layout, the clock tree contains a buffer count of 0.
- The netlist uses 85 different library cells.
- Measured along the x axis, the die boundary spans approximately 180 um.
- Cells after Synth: 1374
- Worst Tran Pin Value: 0.837 ns
* Count of maximum capacitance violations: 0
- Number of antenna violations at the first check in global routing: 1
- Relative area change from synthesis to final layout: 13.1%
- Core region area: 0.0316 mm^2
- Endpoint of the worst hold-timing path: result[5]
- On the worst path, the slowest cell contributes a delay of 0.83 ns.
- After clock tree synthesis, the repair step resized 0 gates.
- Number of pins with negative max-slew slack in the final report: 0
- Highest metal layer with signal wires: met5
- Final-report hold violation count: 0
- VDD sags by at most 10.4 uV.
- The script parses the final routing iteration and logs DRC violations as 0.
- After routing, the total negative slack on setup checks comes to 0 ns.
* Synthesized area per cell: 7.03 um^2
* Number of endpoints failing setup at the final stage: 0
* Maximum fanout along the worst path: 12
- The number of sequential cells reported for the layout is 0.
- Pint: 0.0662 mW
==> area by class of cell <==
class | instances | area [um^2]
tap | 402 | 503
inverter | 99 | 372
antenna | 1 | 2.50
multi-input combinational | 1172 | 8760
timing repair buffer | 139 | 1280
fill | 3363 | 20700
==> layer usage <==
metal | vias up | track usage
met5 | - | 0
met4 | 2 | 0.101
met3 | 132 | 0.0558
met2 | 717 | 0.486
met1 | 5698 | 0.449
li1 | 5369 | -
==> cells in the mapped netlist (22+ instances only) <==
cell,instances
sky130_fd_sc_hd__o31ai_1,23
sky130_fd_sc_hd__inv_1,97
sky130_fd_sc_hd__mux2_2,23
sky130_fd_sc_hd__nand2_1,98
sky130_fd_sc_hd__nor3_1,38
sky130_fd_sc_hd__nand3_1,49
sky130_fd_sc_hd__clkbuf_1,59
sky130_fd_sc_hd__mux4_2,40
sky130_fd_sc_hd__ha_1,98
sky130_fd_sc_hd__nor2_1,121
sky130_fd_sc_hd__mux2i_1,58
sky130_fd_sc_hd__o211ai_1,35
sky130_fd_sc_hd__o21ai_0,82
sky130_fd_sc_hd__a21oi_1,96
sky130_fd_sc_hd__o22ai_1,22
==> power groups by stage <==
stage / Clock, mW / Sequential (mW) / Combinational (mW)
CTS: 0 / 0 / 0.170
global route: 0 / 0 / 0.185
==> how the worst max path moves through the flow <==
stage	end	cells after the start	slack [ns]
6_report	zero	14	15.28
5_1_grt	zero	17	15.03
4_1_cts	zero	17	15.40
==> through the flow <==
stage	instances	power, mW	setup slack (ns)	cell area [um^2]	util
3_3_place_gp	1812	0.171	15.46	10900	0.345
5_1_grt	1812	0.185	15.03	10900	0.345
4_1_cts	1812	0.170	15.40	10900	0.345
3_5_place_dp	1812	0.169	15.40	10900	0.345
2_1_floorplan	1374	0.103	16.97	9660	-
6_report	1813	0.175	15.28	10900	0.345
==> critical path, delay by kind of cell <==
kind            cells  cell delay, ns
simple gates        6            2.01
fa+ha+maj           1            0.56
compound gates      3            1.15
buf+inv             4            1.64
==> kinds of logic after synthesis <==
kind of cell             count (synthesis)  synth area share
AND-OR/OR-AND                          478             0.345
XOR/XNOR                                 8           0.00726
adder cells (fa/ha/maj)                100             0.131
buffers and inverters                  202            0.0935
multiplexers                           122             0.181
AND/OR/NAND/NOR                        464             0.241
Power is estimated from default activity; no workload was simulated.
